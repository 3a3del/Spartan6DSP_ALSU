File: design/flow/design.v
module postAdderSub(in1,in2,cin,opmodeSel,out,cout);
  input [47:0] in1,in2;
  output reg cout;
  input cin;
  input opmodeSel;
  output reg [47:0] out;
  always @* begin
    if(!opmodeSel)
      {cout,out}=in1+in2+cin;
    else if(opmodeSel)
      {cout,out}=in2-in1-cin;
    end
  endmodule
module preAdderSub(in1,in2,opmodeSel,out);
  input [17:0] in1,in2;
  input opmodeSel;
  output reg [17:0] out;
  always @* begin
    if(!opmodeSel)
      out=in1+in2;
    else if(opmodeSel)
      out=in1-in2;
    end
  endmodule
module REG_MUX #(parameter attrinute_mux=1,parameter rsttype=1,parameter N=18)(in,CE,RST,CLK,out);
  input [N-1:0] in;
  output [N-1:0] out;
  reg [N-1:0] ref;
  input CE,RST,CLK;
  generate
    if(!rsttype)
      always @(posedge CLK or posedge RST) begin
        if(RST)
          ref<=0;
        else if(CE)
          ref<=in;
        else
          ref<=0;
        end
   else if (rsttype)
     always @(posedge CLK) begin
        if(RST)
          ref<=0;
        else if(CE)
          ref<=in;
        else
          ref<=0;
        end
   endgenerate
    assign out=(attrinute_mux)? ref:(~attrinute_mux)? in:0;
  endmodule  
module dsp #(parameter A0REG = 0 ,parameter A1REG = 0 , parameter B0REG = 1 , parameter B1REG = 1,
 parameter CREG = 1, parameter DREG = 1 ,parameter MREG = 1, parameter PREG = 1, parameter CARRYINREG = 1
 ,parameter CARRYOUTREG = 1, parameter OPMODEREG = 1, parameter CARRYINSEL = 1, parameter B_INPUT = 0,
  parameter RSTTYPE = 1,parameter MultiDSPblocksUsed = 0)  
 (
   A,B,C,D,CLK,CARRYIN,OPMODE,BCIN,RSTA,RSTB,RSTC,RSTP,RSTM,RSTD,RSTCARRYIN,
  RSTOPMODE,CEA,CEB,CEP,CEM,CEC,CED,CECARRYIN,CEOPMODE,PCIN, BCOUT,PCOUT,P,M,
  CARRYOUT,CARRYOUTF);
 input CLK,CARRYIN,RSTA,RSTB,RSTC,RSTP,RSTM,RSTD,RSTCARRYIN,RSTOPMODE,CEA,CEB,CEP,CEM,CEC,CED,CECARRYIN,CEOPMODE;
 input [17:0] A;
 input [17:0] B;
 input [17:0] D;
 input [17:0] BCIN;
 input [7:0] OPMODE;
 input [47:0] C;
 input [47:0] PCIN;
 output [17:0] BCOUT;
 output [47:0] P;
 inout  [47:0]PCOUT;
 output [35:0] M;
 output CARRYOUTF;
 inout CARRYOUT;
 wire [47:0] P_MUX_OUT;
 wire [17:0] out_from_eachReg [8:0];
 wire [7:0] OPMODE_selected;
 wire [47:0] c_port;
 wire [47:0] muxZout;
 wire [47:0]muxXout;
 wire [47:0]outFromPostAdder;
 wire [35:0] MultiResult;
 wire [35:0] MregOutput;
wire [47:0] Extended_M;
 wire CoutFromPostAdder;
 wire usse;
wire[17:0] A1_MUX_OUT;
wire[17:0] B1_MUX_OUT;
 REG_MUX #(A0REG,RSTTYPE,18) DUT1 (A,CEA,RSTA,CLK,out_from_eachReg[0]);  
 REG_MUX #(DREG,RSTTYPE,18) DUT3 (D,CED,RSTD,CLK,out_from_eachReg[2]);  
 REG_MUX #(CREG,RSTTYPE,48) DUT4 (C,CEC,RSTC,CLK,c_port);  
 assign out_from_eachReg[3] =(B_INPUT)? B:(~B_INPUT)? BCIN:0;
 REG_MUX #(B0REG,RSTTYPE,18) DUT5 (out_from_eachReg[3],CEB,RSTB,CLK,out_from_eachReg[4]);  
 REG_MUX #(OPMODEREG,RSTTYPE,8) DUT6 (OPMODE,CEOPMODE,RSTOPMODE,CLK,OPMODE_selected);  
 preAdderSub DUT7(out_from_eachReg[2],out_from_eachReg[4],OPMODE_selected[6],out_from_eachReg[5]);
 assign out_from_eachReg[8]=(OPMODE_selected[4])? out_from_eachReg[5]:out_from_eachReg[4];
 REG_MUX #(B1REG,RSTTYPE,18) DUT15(out_from_eachReg[8],CEB,RSTB,CLK,A1_MUX_OUT);  
 REG_MUX #(A1REG,RSTTYPE,18) DUT2 (out_from_eachReg[0],CEA,RSTA,CLK,B1_MUX_OUT);  
 assign BCOUT=B1_MUX_OUT;
 assign MultiResult=A1_MUX_OUT*B1_MUX_OUT;
 REG_MUX #(MREG,RSTTYPE,36) DTU(MultiResult,CEM,RSTM,CLK,MregOutput);
 assign M=MregOutput;
 assign Extended_M={{12{M[35]}},MregOutput};
 assign muxZout = OPMODE_selected[3] ? (OPMODE_selected[2] ? c_port : P_MUX_OUT) : (OPMODE_selected[2] ? PCIN : 48'h000000000000);
 assign muxXout = OPMODE_selected[1] ? (OPMODE_selected[0] ? {out_from_eachReg[2][11:0],A1_MUX_OUT,B1_MUX_OUT} : PCOUT) : (OPMODE_selected[0] ? Extended_M : 48'h000000000000);
 assign CARRY_INPUT =(CARRYINSEL==1)? OPMODE_selected[5]:(CARRYINSEL==0)? CARRYIN:0;
 REG_MUX #(CARRYINREG,RSTTYPE,1) DUTTT (CARRY_INPUT,CECARRYIN,RSTCARRYIN,CLK,usse);
 postAdderSub DUT8(muxXout,muxZout,usse,OPMODE_selected[7],outFromPostAdder,CoutFromPostAdder);
 REG_MUX #(PREG,RSTTYPE,48) DUT10 (outFromPostAdder,CEP,RSTP,CLK,P_MUX_OUT);  
 assign P=P_MUX_OUT;
 assign PCOUT=P;
 REG_MUX #(CARRYOUTREG,RSTTYPE,1) DUT11 (CoutFromPostAdder,CECARRYIN,RSTCARRYIN,CLK,CARRYOUT);
 assign CARRYOUTF = CARRYOUT ;
endmodule
File: design/flow/run.sh
#!/bin/bash
# OpenROAD 26Q1-2900-gdf79404cd8, Yosys 0.63+post, stock flow scripts
make -C /OpenROAD-flow-scripts/flow DESIGN_CONFIG=/design/flow/config.mk WORK_HOME=/design/flow/orfs finish
File: design/flow/config.mk
export PLATFORM = sky130hd
export DESIGN_NAME = dsp
export DESIGN_NICKNAME = dsp
export VERILOG_FILES = /design/flow/design.v
export SDC_FILE = /design/flow/constraint.sdc
export NUM_CORES = 4
export LEC_CHECK = 1
export CORE_UTILIZATION = 50
File: design/flow/constraint.sdc
current_design dsp

set clk_period 24.1
set clk_io_pct 0.2

create_clock -name clk0 -period $clk_period [get_ports {CLK}]

set non_clock_inputs [all_inputs -no_clocks]
set_input_delay [expr $clk_period * $clk_io_pct] -clock clk0 $non_clock_inputs
set_output_delay [expr $clk_period * $clk_io_pct] -clock clk0 [all_outputs]
==> Table 3: Implementation characteristics <==
Implementation parameters

Parameter                              Value

Floorplan
  Initial core utilization    about half
  Standard-cell row count    about 80
  Die X    228.7 um
  Die y size    228.7 um
  Count of pins on the block boundary    346

Synth
  Cell area after synthesis    25700 um2
  Sequential area share after synthesis    between 15 and 20%
  Synthesized area per cell    8.370 um2
  Cell with the most instances after synthesis    inv_1
  Post-synth cell types    78
  Top cell type by total area after synthesis    fa_1
  Gate count after technology mapping    3071
  Area share of the largest cell type after synthesis    about 20%
  Ys flops    just under 200
  Yosys warns    11
  Top FF cell, synth    dfxtp_1
  Ranking of synthesized cells by instance count    inv_1 (445), nand2_1 (284), ha_1 (267), fa_1 (261), and2_1 (236)
  Post-synth EDFFs    0
  Cell types with the largest area share after synthesis    fa_1 (20%), dfxtp_1 (15%), ha_1 (13%)
  Yosys Chip Area    25700 um2
  Yosys cell count    3071
  Share of synthesized registers carrying an async set or reset    0%

Clock network
  Number of H-tree branching levels    4
  Count of buffers added by post-CTS timing repair for setup    0
  Clock root cell    clkbuf_16
  Number of buffers on the longest clock path    2
  Inserted Clock Buffers    17
  Number of cells upsized or downsized after cts    0
  Number of buffers inserted for hold repair after clock tree synthesis    0
  Clk sink count    196

Run status
  Terminating stage of the flow    clock tree synthesis (4_1_cts)
  Run status    stopped before the end
  Err    [error] [KeplerFormal.cpp:679] Workflow failed: Iso has multiple drivers: .CARRYOUT0, CARRYOUT$_SDFF_PP0_.Q0

Placement
  Estimated wirelength of the detail-placed design    roughly 60 mm
  Count of placed standard cells including taps    3858
  Total of buffers placed on input and output ports    around 280
  Weighted congestion at the end of routability-driven global placement    roughly 1
logic make-up after synthesis:
| kind of cell | synth area share [%] |
|---|---|
| xor gates and xnor gates | 4.839 |
| DFF | 15.27 |
| muxes | 4.108 |
| AOI/OAI and AO/OA | 14.51 |
| buffers and inverters | 10.55 |
| adders and majority gates | 33.33 |
| and+or+nand+nor | 17.40 |
per-stage QoR:
stage / setup WS (ns) / power (mW) / instance area, um2
3_3_place_gp: 12.69 / 0.7646 / 28660
3_5_place_dp: 12.64 / 0.7641 / 28660
2_1_floorplan: 13.54 / 0.6268 / 25700
Power is estimated from default activity; no workload was simulated.
