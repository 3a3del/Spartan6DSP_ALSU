File: ./design.v
module alsu #(parameter FULL_ADDER="ON",parameter INPUT_PRIORITY="A")
(
A,B,opcode,cin,serial_in,direction,red_op_A,red_op_B,bypass_A,bypass_B,clk,rst,
out,leds);
input cin,serial_in,direction,red_op_A,red_op_B,bypass_A,bypass_B,clk,rst;
input [2:0] A,B,opcode;
output reg [5:0] out;
output reg [15:0] leds;
always@(posedge clk or posedge rst) begin
  if(rst) begin
    out=6'b000000;
    leds=16'b0000000000000000;
    end
  else
    if(bypass_A && bypass_B) begin
      if(INPUT_PRIORITY=="A")
        out=A;
      else if(INPUT_PRIORITY=="B")
        out=B;
      end
    else if(bypass_A && ~bypass_B)
      out=A;
    else if(~bypass_A && bypass_B)
      out=B;
    else if (~bypass_A && ~bypass_B) begin
      case(opcode)
        3'b111 : begin
          leds=~leds;
          out=6'b000000;
        end
        3'b110 : begin
          leds=~leds;
          out=6'b000000;
        end
        3'b000 : begin
          if(red_op_A && red_op_B) begin
            if(INPUT_PRIORITY=="A")
              out=&A;
            else if(INPUT_PRIORITY=="B")
              out=&B;
            end
          else if(red_op_A && ~red_op_B)
            out=&A;
          else if(~red_op_A && red_op_B)
            out=&B;
          else if(~red_op_A && ~red_op_B)
            out=A&B;
          end
        3'b001 : begin
          if(red_op_A && red_op_B) begin
            if(INPUT_PRIORITY=="A")
              out=^A;
            else if(INPUT_PRIORITY=="B")
              out=^B;
            end
          else if(red_op_A && ~red_op_B)
            out=^A;
          else if(~red_op_A && red_op_B)
            out=^B;
          else if(~red_op_A && ~red_op_B)
            out=A^B;
          end
3'b010 : begin
  if(FULL_ADDER=="ON")
    out=A+B+cin;
  else if (FULL_ADDER=="OFF")
    out=A+B;
  end
3'b011 : out=A*B;
3'b100 : begin
  if(direction)
    if(INPUT_PRIORITY=="A")
      out={A[1],A[0],serial_in};
    else if (INPUT_PRIORITY=="B")
      out={B[1],B[0],serial_in};
  else
    if(INPUT_PRIORITY=="B")
      out={serial_in,A[2],A[1]};
    else if (INPUT_PRIORITY=="B")
      out={serial_in,A[2],A[1]};
    end
3'b101 : begin
  if(direction)
    if(INPUT_PRIORITY=="A")
      out={A[1],A[0],A[2]};
    else if (INPUT_PRIORITY=="B")
      out={B[1],B[0],B[2]};
  else
    if(INPUT_PRIORITY=="B")
      out={A[0],A[2],A[1]};
    else if (INPUT_PRIORITY=="B")
      out={B[0],B[2],B[1]};
    end
endcase
end
end
endmodule
File: ./config.mk
export PLATFORM = sky130hd
export DESIGN_NAME = alsu
export DESIGN_NICKNAME = alsu
export VERILOG_FILES = /design/flow/design.v
export SDC_FILE = /design/flow/constraint.sdc
export NUM_CORES = 4
export LEC_CHECK = 1
export CORE_UTILIZATION = 30
File: ./run.sh
#!/bin/bash
# OpenROAD 26Q1-2900-gdf79404cd8, Yosys 0.63+post, stock flow scripts
make -C /OpenROAD-flow-scripts/flow DESIGN_CONFIG=/design/flow/config.mk WORK_HOME=/design/flow/orfs finish
File: ./constraint.sdc
current_design alsu

set clk_period 1.0
set clk_io_pct 0.2

create_clock -name clk0 -period $clk_period [get_ports {clk}]

set non_clock_inputs [all_inputs -no_clocks]
set_input_delay [expr $clk_period * $clk_io_pct] -clock clk0 $non_clock_inputs
set_output_delay [expr $clk_period * $clk_io_pct] -clock clk0 [all_outputs]
==> run summary <==
VDD IR max: 1110 uV
CP max stage cell: fa_2
CTS Sinks: 22
Yosys reg bits: 22
Worst EP required: 1140 ps
RR Startpoint: out[4]
Residual DRC: 0
CTS tree: yes
1st-pass router iterations: 4
Vias: 1,422
Placed insts: 306
Later-pin clock latency in the skew report: 250 ps
FF-to-FF End: out[4]
Yosys chip area: 0.00155 mm^2
Crit Path Category: in -> reg
# Cells Yosys: 149
Number of antenna diodes: 0
Max_slew headroom: 0.752
Grt total ovfl: 0
Crit path from: A[0]
CTS Root Cell: clkbuf_8
Achievable frequency: 558 MHz
Routed WL: 3870 um
Critical path's largest stage delay: 360 ps
Synth Instances: 149
Max-Cap Viols: 0
Top delay family on crit path: adder cells
Vias per cell: 4.50
Setup-failing EPs final: 22
Post-layout period usage: 1.79
Commonest flop: dfrtp_1
Final WS setup: -792 ps
Post-detail-place hpwl: 2930 um
Outcome: finished, violations left
Hold Path Class: in -> async
Die Area: 0.00547 mm^2
# port buffers: 39
Global route hottest layer: met1
TritonCTS buffer count: 3
Tool warnings: 34
Setup slack, reg-to-reg: 10 ps
Met1 GRT Util: 0.256
Util after Layout: 0.543
GR Util met2: 0.239
Initial DRC Count: 28
Seq/Total Area, Yosys: 0.354
# rows: 25
Asr flop ratio synth: 1.00
Final Hold Viols: 0
Mean routed wirelength per cell: 12.2 um
Routing usage on met3: 0.0179
Yosys cell types: 38
Syn Area/Cell: 10.4 um^2
CP Depth: 9
Largest net degree at the start of global routing: 23
Crit path max fanout: 3
CTS HTree Levels: 1
Failing checks: setup timing
Die W: 74.0 um
Hold slack: 260 ps
Number of routed nets with antenna violations: 0
Synthesized cell area: 0.00155 mm^2
R2r worst-path depth: 3
CP endpoint kind: register
Worst Skew: 0 ps
P_leak: 1.33 nW
Syn. warnings: 1
End of the critical path: out[2]
Setup repair after global routing missed its margin: true
I/O pin cnt: 40
Gp weighted congestion: 0.904
CP startpoint kind: input pin
Tmin final: 1790 ps
Initial antenna violation count: 0
Die y size: 74.0 um
Crit path buffers/inverters: 2
Share of cells above drive strength 1: 0.538
Worst Tran Pin Value: 369 ps
Starting density of the core: 0.321
Final non-filler cell total: 316
Number of global-route vias before repair: 1,461
Global-route wire length before repair: 6640 um
Cell-by-cell trace of the critical path: buf_8 > buf_6 > fa_2 > fa_2 > xnor2_2 > nor3_1 > o31ai_1 > a31oi_1 > mux2_4
Pins over their slew limit: 0
Tot Pwr: 3.75 mW
CTS clk-pin slew, worst paths: 70 ps
Number of enable flip-flop cells: 0
CP most frequent cell: fa_2
CORE AREA: 0.00485 mm^2
Gr usage total: 0.157
Power Dens Cells: 1430 mW/mm^2
Synth-to-Final Area Change: 69.3%
Worst EP arrival: 1930 ps
CTS max path bufs: 2
## cell type report
cell class	count	area, um^2
clock buffers	3	41.3
fillers	416	2220
inverters	10	52.6
multi-input cells	115	1140
flip-flops and latches	22	551
well taps	67	83.8
repair buffers	99	767
## through the flow
stage	setup WS [ps]	area (um^2)	setup TNS [ps]
after floorplan	-920	1630	-10580
after global placement	-1520	2510	-26240
after detailed placement	-1540	2510	-26970
after CTS	-822	2600	-12170
after global routing	-875	2630	-11330
final	-792	2630	-10550
## synth_stat cells, types with 3 or more instances
library cell | n | area [um^2]
dfrtp_1 | 22 | 551
ha_1 | 18 | 225
xor2_1 | 18 | 158
inv_1 | 10 | 37.5
nand2_1 | 9 | 33.8
nor2_1 | 9 | 33.8
a21oi_1 | 6 | 30.0
and2_1 | 4 | 25.0
fa_1 | 4 | 80.1
mux2i_1 | 4 | 40.0
o21ai_0 | 4 | 20.0
a31oi_1 | 3 | 18.8
mux2_1 | 3 | 33.8
nor2b_1 | 3 | 18.8
## metal layers
layer,wire length (um),share of wire
met1,1920,0.50
met2,1790,0.46
met3,149,0.039
met4,18,0.0047
met5,0,0
## where the power goes
group	total (mW)	leakage (nW)	switching (mW)	internal [mW]
registers	1.42	0.270	0.182	1.24
logic	1.82	1.04	0.633	1.19
clock network	0.512	0.0216	0.245	0.268
## layout by cell type (no fill, tap or decap), drive strengths merged, types with 3 or more instances in the layout
| master | n |
|---|---|
| dfrtp | 22 |
| nor2b | 3 |
| mux2i | 4 |
| ha | 18 |
| inv | 10 |
| fa | 4 |
| buf | 89 |
| mux2 | 4 |
| o21ai | 4 |
| a21oi | 6 |
| a31oi | 3 |
| nor2 | 10 |
| and2 | 4 |
| dlygate4sd2 | 3 |
| xor2 | 18 |
| nand2 | 9 |
| clkdlybuf4s50 | 5 |
| clkbuf | 5 |
## sequential cells by signal, summed over array words and instances (netlist names)
name and flops:
leds 16, out 6
## worst min path at each step
stage | slack [ps] | to | cells past startpoint
4_1_cts | 260 | out[2] | 3
5_1_grt | 270 | leds[12] | 3
6_report | 260 | leds[5] | 3
## repair_timing
item / 4_1_cts / 5_1_grt
hold buffers: 0 / 0
buffers inserted: 8 / 1
setup endpoints to repair: 44 / 25
gates resized: 126 / 19
pin swaps: 28 / 14
gates cloned: 1 / 0
## worst register-to-register path: stages, from the launching register on
cell     delay, ps
dfrtp_1        380
buf_4          130
buf_4          120
mux2_4         250
## cell families after synthesis
group | after synthesis | synth area share
adder cells (fa/ha/maj) | 22 | 0.196
buffers and inverters | 12 | 0.0314
AND-OR/OR-AND | 26 | 0.124
XOR/XNOR | 20 | 0.113
AND/OR/NAND/NOR | 39 | 0.126
flip-flops | 22 | 0.354
multiplexers | 8 | 0.0547
Power is estimated from default activity; no workload was simulated.
